===== ./design.v =====
module PE#(
    parameter DATA_WIDTH = 8,
    parameter ACC_WIDTH = 16
)(
    input logic clk,
    input logic rst_n,
    input logic weight_load_en,
    input logic compute_en,
    input logic signed [DATA_WIDTH-1:0] input_A,
    input logic signed [ACC_WIDTH-1:0] input_B,
    output logic signed [DATA_WIDTH-1:0] output_A,
    output logic signed [ACC_WIDTH-1:0] output_B
);
    logic signed [DATA_WIDTH-1:0] A;
    logic signed [ACC_WIDTH-1:0] B;
    logic signed [ACC_WIDTH-1:0] ACCUMULATOR;
    logic signed [ACC_WIDTH-1:0] PARTIAL_SUM_INPUT;
    assign PARTIAL_SUM_INPUT=weight_load_en ? '0 : input_B;
    always_ff @(posedge clk) begin
        if(!rst_n) begin
            {A,B,ACCUMULATOR}<='0;
        end else begin
            A<=input_A;
            if(weight_load_en)
                B<=input_B[DATA_WIDTH-1:0];  
            ACCUMULATOR<= A*B + PARTIAL_SUM_INPUT;
        end
    end
    assign output_B=weight_load_en? {{(ACC_WIDTH-DATA_WIDTH){B[DATA_WIDTH-1]}},B} : ACCUMULATOR;
    assign output_A= A;
endmodule

===== ./run.sh =====
#!/bin/bash
# OpenROAD 26Q1-2900-gdf79404cd8, Yosys 0.63+post, stock flow scripts
make -C /OpenROAD-flow-scripts/flow DESIGN_CONFIG=/design/flow/config.mk WORK_HOME=/design/flow/orfs finish

===== ./config.mk =====
export PLATFORM = sky130hd
export DESIGN_NAME = PE
export DESIGN_NICKNAME = PE
export VERILOG_FILES = /design/flow/design.v
export SDC_FILE = /design/flow/constraint.sdc
export NUM_CORES = 4
export LEC_CHECK = 1
export CORE_UTILIZATION = 30

===== ./constraint.sdc =====
current_design PE

set clk_period 10.1
set clk_io_pct 0.2

create_clock -name clk0 -period $clk_period [get_ports {clk}]

set non_clock_inputs [all_inputs -no_clocks]
set_input_delay [expr $clk_period * $clk_io_pct] -clock clk0 $non_clock_inputs
set_output_delay [expr $clk_period * $clk_io_pct] -clock clk0 [all_outputs]

==> impl_metrics.py <==
# Metrics from the implementation run
metrics = {
    "global_routing": {
        "grt_max_degree": 41,
        "grt_pass1_wl_um": 12070,
        "gr-total-overflow": 0,
        "grt_pass1_vias": 2514,
        "grt_antenna_before_repair": 0,
        "track_usage": 0.1232,
    },
    "cts": {
        "htree_levels": 2,
        "cts_resized": 0,
        "cts_buffer_depth": 2,
        "root_buffer": "clkbuf_16",
        "clock_sinks": 32,
        "hold_buffers": 0,
        "worst_skew_pair.late_latency_ns": 0.28,
        "clk_pin_slew_ns": 0.06,
        "cts_made_buffers": 5,
        "post_cts_buffers": 0,
        "cts_tree": "built",
    },
    "routing": {
        "wl_met3_um": 267,
        "antenna_left": 0,
        "drt_iter0_drc": 82,
        "top_layer": "met4",
        "met2WireLength_um": 3652,
        "num_antenna_cells": 0,
        "num_vias": 2633,
        "drt-total-wl_um": 7410,
        "drcViolationCount": 0,
        "m1WireLength_um": 3428,
        "vias_per_cell": 4.396,
        "wl_per_cell_um": 12.37,
        "first_pass_iters": 4,
    },
    "sta": {
        "period_needed_ns": 6.429,
        "hold_violations": 0,
        "worst_pin_slew_ns": 0.4810,
        "finalMaxSlewViolations": 0,
        "fmax_ghz": 0.1555,
        "rsz0062_at_grt": "false",
        "worst_slack_ns": 3.671,
        "setup_viol": 0,
        "finClkSkew_ns": 0.007207,
        "finalSetupTns_ns": 0,
        "period_used_share": 0.6365,
        "relSlewSlack": 0.6793,
    },
    "logic_synthesis": {
        "enable_flop_cells": 0,
        "area_leaders": "fa_1, dfxtp_1, ha_1",
        "top_area_frac": 0.2748,
        "avgSynthCellArea_um2": 9.574,
        "synth.largest_area_cell": "fa_1",
        "yosys-stat-cells": 388,
        "yosys_warnings": 1,
        "ys.flop_type": "dfxtp_1",
        "postSynthSeqShare": 0.1724,
        "synthCells": 388,
        "async_flop_share": 0,
        "synth_cell_types": 35,
        "syn_area_mm2": 0.003715,
        "synth_flops": 32,
        "ys_area_mm2": 0.003715,
    },
    "worst_setup_path": {
        "crit_type": "in -> reg",
        "crit_arrival_ns": 6.59,
        "cpPeakStageDelay_ns": 0.52,
        "worstPathRequired_ns": 10.26,
        "critPathCaptureType": "flop",
        "startpoint_type": "input pin",
        "crit_slowest_cell": "fa_1",
        "crit_top_cell": "fa_1",
        "crit_fanout": 40,
        "path_cells": "buf_2 -> buf_4 -> nand2b_1 -> fa_1 -> inv_1 -> fa_1 -> ha_1 -> inv_1 -> fa_1 -> inv_1 -> ha_1 -> ha_1 -> fa_1 -> a211oi_1 -> o21bai_1 -> a21oi_1 -> mux2i_1 -> a311o_1",
    },
    "hold_path": {
        "hp-class": "reg -> reg",
    },
    "place": {
        "place.gp.congestion": 0.8291,
        "port_buffers": 50,
        "hpwl_um": 5751,
        "post-place-ws_ns": 3.343,
    },
    "die": {
        "initCoreUtil": 0.3080,
        "core_area_mm2": 0.01206,
        "ioPinCount": 52,
        "rows": 40,
        "dieArea_mm2": 0.01283,
        "die_h_um": 113.3,
        "die-width_um": 113.3,
    },
    "pwr": {
        "ir_drop_uv": 72.26,
        "total_leakage_power_uw": 0.002255,
        "finalPower_uw": 484.2,
        "pwr_density_cell_mw_per_mm2": 107.1,
    },
    "finish": {
        "drive_above_1_share": 0.04872,
        "syn2layout_area_growth_pct": 21.66,
    },
    "outcome": {
        "outcome": "finished clean",
    },
    "run": {
        "warnings": 26,
        "maxCapViolations": 0,
    },
}
-- metal layers --
metal  global-route usage  vias up
met2               0.2033       37
li1                     -     1285
met5                    0        -
met4              0.01140        0
met1               0.1774     1307
met3              0.02620        4
-- worst max-delay path, delay by kind of cell --
| family | cells | cell delay (ns) |
|---|---|---|
| AOI/OAI and AO/OA | 4 | 1.02 |
| muxes | 1 | 0.09 |
| buffers and inverters | 5 | 0.66 |
| adders and majority gates | 7 | 2.61 |
| and+or+nand+nor | 1 | 0.19 |
-- logic make-up (layout without fill, tap and decap cells) --
| kind of cell | Yosys count | in the layout | share of synthesized area |
|---|---|---|---|
| muxes | 18 | 18 | 0.05120 |
| buffers and inverters | 78 | 121 | 0.07915 |
| AOI/OAI and AO/OA | 22 | 22 | 0.04547 |
| DFF | 32 | 32 | 0.1724 |
| xor gates and xnor gates | 10 | 10 | 0.02358 |
| and+or+nand+nor | 132 | 132 | 0.2018 |
| adders and majority gates | 96 | 96 | 0.4264 |
-- flip-flops by register name, indices dropped and copies added, names as in the netlist --
| register | flops |
|---|---|
| B | 8 |
| ACCUMULATOR | 16 |
| A | 8 |
-- synthesized netlist by cell type (2+ instances only) --
library cell and instances:
nand2b_1 11, mux2i_1 10, xor2_1 2, ha_1 45
fa_1 51, and2_1 56, xnor2_1 8, a211oi_1 3
mux2_2 8, inv_1 61, nor2_1 9, a21oi_1 3
a21o_1 4, clkbuf_1 15, a211o_1 2, nor2b_1 24
nand2_1 25, dfxtp_1 32, o21ai_0 3
-- cell usage in the layout, fill, tap and decap left out, types with 2 or more instances in the layout --
master,Yosys,final
o21ai_0,3,3
nor2b_1,24,24
xor2_1,2,2
xnor2_1,8,8
nor2_1,9,9
nand2_1,25,25
dfxtp_1,32,32
and2_1,56,56
nand2b_1,11,11
inv_1,61,61
mux2i_1,10,10
a211oi_1,3,3
mux2_2,8,8
clkbuf_16,0,5
buf_4,0,2
clkinv_2,0,2
a21oi_1,3,3
fa_1,51,51
ha_1,45,45
a211o_1,2,2
clkdlybuf4s50_1,0,49
a21o_1,4,4
-- where the power goes --
part / internal, µW / switching (µW)
Sequential: 142 / 12.5
Clock: 97.2 / 57.4
Combinational: 93.2 / 81.8
Total: 333 / 152
-- area by class of cell --
cell class | instances | area (µm²)
fillers | 1194 | 7542
multi-input cells | 278 | 2780
flip-flops and latches | 32 | 640.6
repair buffers | 52 | 510.5
inverters | 61 | 229.0
well taps | 168 | 210.2
clock buffers | 6 | 138.9
clock inverters | 2 | 10.01
-- path summary, 6_finish.rpt --
path | slack (ns) | endpoint | cells after the start | start
min | 0.67 | B[0] | 2 | B[0]
max | 3.67 | ACCUMULATOR[14] | 18 | weight_load_en
max reg2reg | 5.23 | ACCUMULATOR[14] | 16 | A[1]
min reg2reg | 0.67 | B[0] | 2 | B[0]
-- through the flow --
| step | util | hold WS (ns) | cells | instance area (µm²) |
|---|---|---|---|---|
| after floorplan | - | 0.5579 | 388 | 3715 |
| after global placement | 0.3623 | 0.6438 | 591 | 4370 |
| after detailed placement | 0.3623 | 0.6675 | 591 | 4370 |
| after CTS | 0.3747 | 0.6790 | 599 | 4519 |
| after global routing | 0.3747 | 0.7164 | 599 | 4519 |
| final | 0.3747 | 0.6722 | 599 | 4519 |
Power figures rest on the tool's default switching activity, not on a simulated workload.
